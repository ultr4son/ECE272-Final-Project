### /design/flow/run.sh
#!/bin/bash
# OpenROAD 26Q1-2900-gdf79404cd8, Yosys 0.63+post, stock flow scripts
make -C /OpenROAD-flow-scripts/flow DESIGN_CONFIG=/design/flow/config.mk WORK_HOME=/design/flow/orfs finish
### /design/flow/config.mk
export PLATFORM = sky130hd
export DESIGN_NAME = game
export DESIGN_NICKNAME = game
export VERILOG_FILES = /design/flow/design.v
export SDC_FILE = /design/flow/constraint.sdc
export NUM_CORES = 4
export LEC_CHECK = 1
export CORE_UTILIZATION = 40
### /design/flow/constraint.sdc
current_design game

set clk_period 1.3
set clk_io_pct 0.2

create_clock -name clk0 -period $clk_period [get_ports {clk}]

set non_clock_inputs [all_inputs -no_clocks]
set_input_delay [expr $clk_period * $clk_io_pct] -clock clk0 $non_clock_inputs
set_output_delay [expr $clk_period * $clk_io_pct] -clock clk0 [all_outputs]
### /design/flow/design.v
module game (input logic p1_move_left, p1_move_right, start,
			 input logic clk,
			 input logic reset_n,
			 output logic [9:0] ball_x, ball_y, p1_paddle_x, p1_paddle_y,
			 output logic draw_start, draw_gameover
			 );
	parameter PADDLE_W = 50;
	parameter PADDLE_H = 100;
	parameter BALL_H = 10;
	parameter BALL_W = 10;
	logic reset;
	game_fsm_state fsm( 
		.clk(clk),
		.ball_y(ball_y),
		.start(start),
		.reset(reset),
		.reset_n(reset_n),
		.show_start(draw_start),
		.show_gameover(draw_gameover)
		);
	game_controller game(
		.p1_paddle_w(PADDLE_W),
		.p1_paddle_h(PADDLE_H),
		.ball_w(BALL_W),
		.ball_h(BALL_H),
		.clk(clk),
		.reset(reset),
		.p1_move_right(p1_move_right),
		.p1_move_left(p1_move_left),
		.ball_x(ball_x),
		.ball_y(ball_y),
		.p1_paddle_x(p1_paddle_x),
		.p1_paddle_y(p1_paddle_y)
	);
endmodule
typedef enum { START_SCREEN, RESET ,GAME_OVER, PLAYING } State;
module game_fsm_state(input logic clk,
				input logic[9:0] ball_y,
				input logic start,
				input logic reset_n,
				output logic reset,
				output logic show_start,
				output logic show_gameover
				);
	State state;
	parameter GAMEOVER_Y = 500;
	logic [2:0] out;
	assign reset = out[0];
	assign show_start = out[1];
	assign show_gameover = out[2];
	always_ff@(posedge clk, negedge reset_n) begin
		if(!reset_n)
			state <= START_SCREEN;
		else
			begin
				if(start)
					state <= RESET;
				else if ((ball_y > GAMEOVER_Y) & state == PLAYING)
					state <= GAME_OVER;
				else if(state == RESET)
					state <= PLAYING;
				else begin
					state <= state;
					end
			end
		end
	always_ff@(posedge clk)
		case (state)
			START_SCREEN: out <= 'b110;
			RESET: out <= 'b100;
			GAME_OVER: out <= 'b101;
			PLAYING: out <= 'b000;
			default: out <= 'b100;
		endcase
endmodule
module paddle_controller (input logic clk,
					      input logic reset,
						  input logic move_right, move_left,
						  output logic [9:0] x, y
						  );
	parameter INIT_POS = 100;
	parameter DX = 5;
	assign y = 400;
	always_ff@(posedge clk, posedge reset)
		begin
			if(reset)
				x <= INIT_POS;
			else
				begin
					if(move_right)
						begin
							x <= x + DX;
						end
					else if(move_left)
						begin
							x <= x - DX;		
						end
					else
						begin
							x <= x;
						end
				end
		end
endmodule
module ball_controller(input logic clk,
					   input logic reset,
					   input logic collision,
					   input logic [9:0] ddy,
					   output logic[9:0] x, y);
	parameter INIT_POS_X = 100;
	parameter INIT_POS_Y = 300;
	parameter INIT_DX = 3;
	parameter INIT_DY = 0;
	logic signed [9:0] dy;
	logic signed [9:0] dx;
	logic collision_latch;
	always_ff@(posedge clk, posedge reset)
		begin
			if(reset)
				begin
					collision_latch <= 0;
					dy <= INIT_DY;
					dx <= INIT_DX;
					x <= INIT_POS_X;
					y <= INIT_POS_Y;
				end
			else
				begin
					if(collision & ~collision_latch)
						begin
							dx <= -dx;
							dy <= -dy;				
							collision_latch <= 1;
						end
					else if(~collision & collision_latch)
						collision_latch <= 0;
					else
						dy <= dy + ddy;		
					x <= x + dx;
					y <= y + dy;
				end
		end
endmodule
module collision_detector(input logic [9:0] a_w, a_h, a_x, a_y,
						  input logic [9:0] b_w, b_h, b_x, b_y,
						  output logic collision);
	logic collision_y;
	logic collision_x;
	assign collision_x = (((b_x + b_w) >= a_x) & (b_x <= (a_x + a_w)));
	assign collision_y = (((b_y + b_h) > a_y)); 
	assign collision = collision_y & collision_x;
endmodule
module game_controller(input logic [9:0] p1_paddle_w, p1_paddle_h,
					   input logic [9:0] ball_w, ball_h,
					   input logic clk,
					   input logic reset,
					   input logic p1_move_right, p1_move_left,
					   output logic [9:0] ball_x, ball_y, p1_paddle_x, p1_paddle_y
					   );
	logic collision;
	paddle_controller player1(
		.clk(clk),
		.reset(reset),
		.move_right(p1_move_right),
		.move_left(p1_move_left),
		.x(p1_paddle_x),
		.y(p1_paddle_y)
	);
	collision_detector cdetect(
		.a_w(p1_paddle_w),
		.a_h(p1_paddle_h),
		.a_x(p1_paddle_x),
		.a_y(p1_paddle_y),
		.b_w(ball_w),
		.b_h(ball_h),
		.b_x(ball_x),
		.b_y(ball_y),
		.collision(collision)
	);
	ball_controller ball(
		.clk(clk),
		.reset(reset),
		.ddy(1),
		.x(ball_x),
		.y(ball_y),
		.collision(collision)
	);
endmodule
==> reports/summary.txt <==
Synth top area share: 25.9%
Yosys Chip Area: 4060 um^2
Final Skew: 10.1 ps
TritonCTS buffer count: 9
worst skew pair latency: 340 ps
final instance area: 6920 um^2
gpl congestion: 0.877
initial antenna violation count: 0
Crit Path Max Fanout: 3
R2R Setup Slk: -1980 ps
pin count of the biggest net entering global routing: 51
All-Layer GR Usage: 21.3%
CP endpoint kind: flop
worst reg2reg endpoint: game.ball.dy[9]$_DFFE_PP0P_
CTS max path bufs: 2
Ports: 47
ANT cells: 0
Setup CP Type: flop to flop
Hold-fix buffers, CTS: 0
Critical Path Sink: game.ball.dy[9]$_DFFE_PP0P_
Synthesized registers: 57
Setup WS post-layout: -1980 ps
1st-pass router iterations: 4
DR vias/cell: 4.94
Async S/R FF share, synth: 94.7%
yosys cell count: 423
final hold vios: 0
WHS: 107 ps
core box area: 9820 um^2
crit path time final: 3280 ps
WL/cell: 13.9 um
DRC viols: 0
Post-synth seq share: 35.1%
Ys Warns: 8
Area growth, synth to finish: 70.4%
tool warning count: 33
Die X: 103 um
Vias: 3879
fp_density: 41.3%
number of max-cap violations: 0
Rel. slew slack: 65.5%
failing checks: setup timing
Post-synth EDFFs: 0
status: finished, violations left
critical path startpoint: game.player1.x[2]$_DFFE_PP1P_
Layout fillers: 665
final core utilization: 70.5%
Arrival @ worst endpoint: 3510 ps
R2R depth: 19
final wirelength: 10900 um
required time worst endpoint: 1530 ps
vias in the first global route: 3827
RSZ-0062 raised after global routing: yes
TritonCTS clock tree: done
GR Overflow Total: 0
DPL Wire Length: 7050 um
Placement Cell Area: 5670 um^2
total die size: 10600 um^2
# port buffers: 36
final slew viol count: 0
Avg Cell Area, Syn: 9.60 um^2
global-route wire length before repair: 17300 um
Commonest flop: dfrtp_1
H-tree depth: 3
layout cells sized above 1: 51.7%
final setup violation count: 71
Iter 0 DRT Violations: 79
Mapped Cells: 423
most used logic cell in the final layout: buf_4
Critical Path Source Type: flop
Yosys top cell by area: dfrtp_1
Post-Syn Area: 4060 um^2
count of cell types in the netlist: 51
Die Height: 103 um
final worst-path cycle share: 252%
antenna viol nets, final: 0
Top cells by area: dfrtp_1 26%, ha_1 16%, dfstp_2 7.8%, xor2_1 6.3%, xnor2_1 5.8%
Worst Hold Class: input port to async pin
Clock transition at path regs: 70 ps
reg-to-reg startpoint: game.player1.x[2]$_DFFE_PP1P_
num rows: 36
clock sink count: 57
root buffer cell: clkbuf_8
max frequency: 305 MHz
commonest cells after routing, fill and taps aside: 113 x buf_4, 84 x buf_6, 38 x ha_1
slew at the pin with the worst max-slew slack: 511 ps
[area by class of cell]
class | instances | area [um^2] | share of cell area (%)
inverter | 28 | 114 | 1.65
multi-input combinational | 330 | 2970 | 42.9
sequential | 57 | 1440 | 20.7
clock inverter | 6 | 91.3 | 1.32
clock buffer | 10 | 138 | 1.99
timing repair buffer | 221 | 2010 | 29.0
tap | 133 | 166 | 2.40
[critical path, cell delays in order (launching register included)]
cell and delay (ps):
dfstp_2 570, ha_4 150, a21oi_4 60, nand2_2 70
nand4_1 110, xnor2_1 160, ha_1 330, nand2_1 70
nor2_1 50, a211oi_1 190, o21ai_1 130, a21oi_2 160
and4_4 260, ha_4 160, nor2b_4 40, and4_4 160
a41o_1 180, nand2_1 70, a31oi_2 90, xor2_1 160
[cell families (layout without fill, tap and decap cells)]
logic type      Yosys count  after routing  share of synthesized area [%]
simple gates            106            106                           13.1
compound gates           97             97                           15.4
flops                    57             57                           35.1
fa+ha+maj                56             56                           17.8
xor+xnor                 56             56                           12.1
buf+inv                  44            265                           4.99
mux                       5              5                           1.36
other cells               2             10                          0.185
[cells in the mapped netlist, types with 7 or more instances]
cell type	instances
nand3_1	12
dfrtp_1	42
nor2b_1	8
xnor2_1	27
inv_1	28
dfstp_2	12
a211oi_1	8
a21o_1	8
xor2_1	29
nor2_1	24
o21ai_1	14
a21oi_1	30
buf_4	10
ha_1	53
nand2_1	28
o21ai_0	7
[worst min path at each step]
| stage | start | cells past startpoint | endpoint | slack [ps] |
|---|---|---|---|---|
| 6_report | reset_n | 1 | fsm.state[2]$_DFF_PN0_ | 110 |
| 5_1_grt | reset_n | 1 | fsm.state[1]$_DFF_PN0_ | 100 |
| 4_1_cts | reset_n | 1 | fsm.state[2]$_DFF_PN0_ | 100 |
[timing repair]
item	in CTS	in global routing
pin swaps	49	48
buffers inserted	42	23
gates cloned	0	1
endpoints found under the setup margin	82	79
resized	173	86
[sequential cells by signal, indices dropped and copies added, names as in the netlist]
name	count
fsm.out	3
fsm.state	4
game.player1.x	10
game.ball.dy	10
game.ball.y	10
game.ball.dx	9
game.ball.x	10
game.ball.collision_latch	1
[layer usage]
metal,part of all wire [%],GRT usage (%),up-vias
met5,0,0,-
met4,1.4,1.63,0
met3,3.6,3.58,14
met2,48,36.6,68
met1,47,30.1,1866
li1,-,-,1931
[stage by stage]
step           setup WS (ps)  setup TNS [ps]  std cells
2_1_floorplan          -1840          -37490        431
3_3_place_gp           -1960          -51490        717
3_5_place_dp           -2030          -52460        717
4_1_cts                -2000          -54140        772
5_1_grt                -2240          -62520        785
6_report               -1980          -54910        785
